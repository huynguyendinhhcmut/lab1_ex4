## /design/flow/design.v

```verilog
module D_FF16b
#(parameter WIDTH=16)  
(
	input logic clk, rst,
	input logic [WIDTH-1:0] data_i,
	output logic [WIDTH-1:0] data_o
);
reg [WIDTH-1:0] data;
always_ff@ (posedge clk, posedge rst)
	if (rst) begin
		data <= 0;
	end else begin
	data <= data_i;
	end
assign data_o=data;
endmodule 
module D_FF8b
#(parameter WIDTH=8)  
(
	input logic clk, rst, enable,
	input logic [WIDTH-1:0] data_i,
	output logic [WIDTH-1:0] data_o
);
reg [WIDTH-1:0] data;
always_ff@ (posedge clk, posedge rst) 
	if (rst) begin
		data <= 0;
	end else 
	if (enable) begin
		data <= data_i;
	end else begin
		data <= data;
	end
assign data_o=data;
endmodule 
module FA (
	input logic a, b, cin,
	output logic sum, cout
);
assign sum = a^b^cin;
assign cout = a&b | b&cin | cin&a;
endmodule : FA
module FA8b (
	input logic [0:0] a0, a1, a2, a3, a4, a5, a6, a7,
	input logic [0:0] b0, b1, b2, b3, b4, b5, b6, b7,
	input logic cin,
	output logic [7:0] sum, cout,
	output logic [8:0] total
);
logic [7:0] carry;
FA FA0 (.sum(sum[0]), .a(a0), .b(b0^cin), .cin(cin), .cout(carry[0]));
FA FA1 (.sum(sum[1]), .a(a1), .b(b1^cin), .cin(carry[0]), .cout(carry[1]));
FA FA2 (.sum(sum[2]), .a(a2), .b(b2^cin), .cin(carry[1]), .cout(carry[2]));
FA FA3 (.sum(sum[3]), .a(a3), .b(b3^cin), .cin(carry[2]), .cout(carry[3]));
FA FA4 (.sum(sum[4]), .a(a4), .b(b4^cin), .cin(carry[3]), .cout(carry[4]));
FA FA5 (.sum(sum[5]), .a(a5), .b(b5^cin), .cin(carry[4]), .cout(carry[5]));
FA FA6 (.sum(sum[6]), .a(a6), .b(b6^cin), .cin(carry[5]), .cout(carry[6]));
FA FA7 (.sum(sum[7]), .a(a7), .b(b7^cin), .cin(carry[6]), .cout(cout));
assign total = {cout, sum[7:0]};
endmodule : FA8b
module lab1_ex4 (
	input logic [7:0] A, B,
	input logic clk, rst, EA, EB,
	output logic [15:0] P, y,
	input logic [1:0] sel,
	output logic cout1, cout2
);
wire [7:0] a, b;
wire [7:0] p1, p2;
wire [15:0] p3;
D_FF8b dff8b0 (.clk(clk), .rst(rst), .enable(EA), .data_i(A), .data_o(a));
D_FF8b dff8b1 (.clk(clk), .rst(rst), .enable(EB), .data_i(B), .data_o(b));
sum sum1(.a(a), .b(b), .sum(p1), .cout(cout1));
sub sum2(.a(a), .b(b), .sum(p2), .cout(cout2));
mul88 mul881(.a(a), .b(b), .mul(p3));
always_comb begin
unique case (sel)
	2'b00: y = p1;
	2'b01: y = p2;
	2'b10: y = p3;
	default: y = 1'b0;
endcase
end
D_FF16b dff16b0 (.clk(clk), .rst(rst), .data_i(y), .data_o(P));
endmodule
module mul88(
	input logic [7:0] a, b,
	input logic cin,
	output logic [15:0] mul
);
wire [7:0] sum1, sum2, sum3, sum4, sum5, sum6, sum7;
wire [7:0] carry;
and (mul[0], a[0], b[0]);
FA8b layer1 (
	.sum(sum1),
	.cin(1'b0),
	.a0(a[1] & b[0]),
	.a1(a[2] & b[0]),
	.a2(a[3] & b[0]),
	.a3(a[4] & b[0]),
	.a4(a[5] & b[0]),
	.a5(a[6] & b[0]),
	.a6(a[7] & b[0]),
	.a7(1'b0),
	.cout(carry[0]),
	.b0(a[0] & b[1]),
	.b1(a[1] & b[1]),
	.b2(a[1] & b[1]),
	.b3(a[3] & b[1]),
	.b4(a[4] & b[1]),
	.b5(a[5] & b[1]),
	.b6(a[6] & b[1]),
	.b7(a[7] & b[1])
);
FA8b layer2 (
	.sum(sum2),
	.cin(1'b0),
	.a0(sum1[1]),
	.a1(sum1[2]),
	.a2(sum1[3]),
	.a3(sum1[4]),
	.a4(sum1[5]),
	.a5(sum1[6]),
	.a6(sum1[7]),
	.a7(carry[0]),
	.cout(carry[1]),
	.b0(a[0] & b[2]),
	.b1(a[1] & b[2]),
	.b2(a[1] & b[2]),
	.b3(a[3] & b[2]),
	.b4(a[4] & b[2]),
	.b5(a[5] & b[2]),
	.b6(a[6] & b[2]),
	.b7(a[7] & b[2])
);
FA8b layer3 (
	.sum(sum3),
	.cin(1'b0),
	.a0(sum2[1]),
	.a1(sum2[2]),
	.a2(sum2[3]),
	.a3(sum2[4]),
	.a4(sum2[5]),
	.a5(sum2[6]),
	.a6(sum2[7]),
	.a7(carry[1]),
	.cout(carry[2]),
	.b0(a[0] & b[3]),
	.b1(a[1] & b[3]),
	.b2(a[1] & b[3]),
	.b3(a[3] & b[3]),
	.b4(a[4] & b[3]),
	.b5(a[5] & b[3]),
	.b6(a[6] & b[3]),
	.b7(a[7] & b[3])
);	
FA8b layer4 (
	.sum(sum4),
	.cin(1'b0),
	.a0(sum3[1]),
	.a1(sum3[2]),
	.a2(sum3[3]),
	.a3(sum3[4]),
	.a4(sum3[5]),
	.a5(sum3[6]),
	.a6(sum3[7]),
	.a7(carry[2]),
	.cout(carry[3]),
	.b0(a[0] & b[4]),
	.b1(a[1] & b[4]),
	.b2(a[1] & b[4]),
	.b3(a[3] & b[4]),
	.b4(a[4] & b[4]),
	.b5(a[5] & b[4]),
	.b6(a[6] & b[4]),
	.b7(a[7] & b[4])
);		
FA8b layer5 (
	.sum(sum5),
	.cin(1'b0),
	.a0(sum4[1]),
	.a1(sum4[2]),
	.a2(sum4[3]),
	.a3(sum4[4]),
	.a4(sum4[5]),
	.a5(sum4[6]),
	.a6(sum4[7]),
	.a7(carry[3]),
	.cout(carry[4]),
	.b0(a[0] & b[5]),
	.b1(a[1] & b[5]),
	.b2(a[1] & b[5]),
	.b3(a[3] & b[5]),
	.b4(a[4] & b[5]),
	.b5(a[5] & b[5]),
	.b6(a[6] & b[5]),
	.b7(a[7] & b[5])
);	
FA8b layer6 (
	.sum(sum6),
	.cin(1'b0),
	.a0(sum5[1]),
	.a1(sum5[2]),
	.a2(sum5[3]),
	.a3(sum5[4]),
	.a4(sum5[5]),
	.a5(sum5[6]),
	.a6(sum5[7]),
	.a7(carry[4]),
	.cout(carry[5]),
	.b0(a[0] & b[6]),
	.b1(a[1] & b[6]),
	.b2(a[1] & b[6]),
	.b3(a[3] & b[6]),
	.b4(a[4] & b[6]),
	.b5(a[5] & b[6]),
	.b6(a[6] & b[6]),
	.b7(a[7] & b[6])
);
FA8b layer7 (
	.sum(sum7),
	.cin(1'b0),
	.a0(sum6[1]),
	.a1(sum6[2]),
	.a2(sum6[3]),
	.a3(sum6[4]),
	.a4(sum6[5]),
	.a5(sum6[6]),
	.a6(sum6[7]),
	.a7(carry[5]),
	.cout(mul[15]),
	.b0(a[0] & b[7]),
	.b1(a[1] & b[7]),
	.b2(a[1] & b[7]),
	.b3(a[3] & b[7]),
	.b4(a[4] & b[7]),
	.b5(a[5] & b[7]),
	.b6(a[6] & b[7]),
	.b7(a[7] & b[7])
);
assign mul[1] =  sum1[0];
assign mul[2] =  sum2[0];
assign mul[3] =  sum3[0];
assign mul[4] =  sum4[0];
assign mul[5] =  sum5[0];
assign mul[6] =  sum6[0];
assign mul[7] =  sum7[0];
assign mul[8] =  sum7[1];
assign mul[9] =  sum7[2];
assign mul[10] =  sum7[3];
assign mul[11] =  sum7[4];
assign mul[12] =  sum7[5];
assign mul[13] =  sum7[6];
assign mul[14] =  sum7[7];
endmodule
module sub(
	input logic [7:0] a,
  input logic [7:0] b,
  output logic [7:0] sum,
  output logic cout
);
logic cin;
assign cin = 1'b1;
logic [7:0] carry;
FA fa1 (.sum(sum[0]), .a(a[0]), .b(b[0]^cin), .cin(1'b1), .cout(carry[0])); 		 
FA fa2 (.sum(sum[1]), .a(a[1]), .b(b[1]^cin), .cin(carry[0]), .cout(carry[1]));	 
FA fa3 (.sum(sum[2]), .a(a[2]), .b(b[2]^cin), .cin(carry[1]), .cout(carry[2])); 	 
FA fa4 (.sum(sum[3]), .a(a[3]), .b(b[3]^cin), .cin(carry[2]), .cout(carry[3])); 	 
FA fa5 (.sum(sum[4]), .a(a[4]), .b(b[4]^cin), .cin(carry[3]), .cout(carry[4])); 	 
FA fa6 (.sum(sum[5]), .a(a[5]), .b(b[5]^cin), .cin(carry[4]), .cout(carry[5])); 	 
FA fa7 (.sum(sum[6]), .a(a[6]), .b(b[6]^cin), .cin(carry[5]), .cout(carry[6])); 	 
FA fa8 (.sum(sum[7]), .a(a[7]), .b(b[7]^cin), .cin(carry[6]), .cout(cout)); 		 
endmodule 
module sum(
	input logic [7:0] a,
  input logic [7:0] b,
  output logic [7:0] sum,
  output logic cout
);
logic [7:0] carry;
FA fa1 (.sum(sum[0]), .a(a[0]), .b(b[0]^cin), .cin(1'b0), .cout(carry[0])); 		 
FA fa2 (.sum(sum[1]), .a(a[1]), .b(b[1]^cin), .cin(carry[0]), .cout(carry[1]));	 
FA fa3 (.sum(sum[2]), .a(a[2]), .b(b[2]^cin), .cin(carry[1]), .cout(carry[2])); 	 
FA fa4 (.sum(sum[3]), .a(a[3]), .b(b[3]^cin), .cin(carry[2]), .cout(carry[3])); 	 
FA fa5 (.sum(sum[4]), .a(a[4]), .b(b[4]^cin), .cin(carry[3]), .cout(carry[4])); 	 
FA fa6 (.sum(sum[5]), .a(a[5]), .b(b[5]^cin), .cin(carry[4]), .cout(carry[5])); 	 
FA fa7 (.sum(sum[6]), .a(a[6]), .b(b[6]^cin), .cin(carry[5]), .cout(carry[6])); 	 
FA fa8 (.sum(sum[7]), .a(a[7]), .b(b[7]^cin), .cin(carry[6]), .cout(cout)); 		 
endmodule 
```

## /design/flow/run.sh

```bash
#!/bin/bash
# OpenROAD 26Q1-2900-gdf79404cd8, Yosys 0.63+post, stock flow scripts
make -C /OpenROAD-flow-scripts/flow DESIGN_CONFIG=/design/flow/config.mk WORK_HOME=/design/flow/orfs finish
```

## /design/flow/config.mk

```make
export PLATFORM = sky130hd
export DESIGN_NAME = lab1_ex4
export DESIGN_NICKNAME = lab1_ex4
export VERILOG_FILES = /design/flow/design.v
export SDC_FILE = /design/flow/constraint.sdc
export NUM_CORES = 4
export LEC_CHECK = 1
export CORE_UTILIZATION = 40
```

## /design/flow/constraint.sdc

```tcl
current_design lab1_ex4

set clk_period 11.9
set clk_io_pct 0.2

create_clock -name clk0 -period $clk_period [get_ports {clk}]

set non_clock_inputs [all_inputs -no_clocks]
set_input_delay [expr $clk_period * $clk_io_pct] -clock clk0 $non_clock_inputs
set_output_delay [expr $clk_period * $clk_io_pct] -clock clk0 [all_outputs]
```

==> flow_metrics.env <==
# source this file to load flow results
export IMPL_status="finished clean"
export IMPL_timing_critical_path_slowest_cell_delay_ns=0.55
export IMPL_rr_worst_depth=38
export IMPL_timing_critical_path_from_type="register"
export IMPL_via_count=1977
export IMPL_ys_dominant_reg_cell="sky130_fd_sc_hd__dfrtp_1"
export IMPL_areaGrowthSynthToFinish_pct=33.2
export IMPL_grt_start_max_net_pins=33
export IMPL_max_freq_mhz=86.4
export IMPL_seqCellArea_sq_um=801
export IMPL_finish_instance_area_sq_um=3990
export IMPL_regToRegSetupSlack_ns=2.50
export IMPL_antenna_diode_count=0
export IMPL_setup_repair_after_global_routing_missed_its_margin="no"
export IMPL_tritoncts_num_buffers=5
export IMPL_port_buffers=54
export IMPL_initialDrtViolationCount=35
export IMPL_cts_tree="yes"
export IMPL_pwr_share_clk=0.110
export IMPL_openroad_warnings=33
export IMPL_most_repeated_library_cell_on_the_critical_path="sky130_fd_sc_hd__fa_2"
export IMPL_ant_nets=0
export IMPL_first_global_vias=2002
export IMPL_placementRows=31
export IMPL_die_size_x_um=88.5
export IMPL_synth_top_area_share=0.368
export IMPL_clk_pin_slew_ns=0.06
export IMPL_synthMuxAreaShare=0.0568
export IMPL_post_synthesis_xor_xnor_area_fraction=0
export IMPL_holdBufCountCts=0
export IMPL_asyncSetResetFlopFracSynth=1.00
export IMPL_mi_comb_area_sq_um=2030
export IMPL_fp_coreArea_sq_um=7250
export IMPL_synth_simple_gate_area_share=0.118
export IMPL_detailed_place_area_sq_um=3710
export IMPL_slowest_stage="sky130_fd_sc_hd__fa_2"
export IMPL_endpoint_kind="primary output"
export IMPL_first_pass_iters=4
export IMPL_number_of_cell_instances_after_yosys_synthesis=271
export IMPL_vias_per_cell=4.40
export IMPL_period_minus_slack_ns=11.57
export IMPL_syn_area_per_cell_sq_um=11.0
export IMPL_finClkSkew_ns=0.00473
export IMPL_switching_power_mw=0.275
export IMPL_syn_area_sq_um=2990
export IMPL_compound_area_frac=0.0351
export IMPL_combPwrFrac=0.692
export IMPL_drive_gt1_frac=0.254
export IMPL_dieHeight_um=88.5
export IMPL_synth_adder_area_share=0.435
export IMPL_cell_internal_pwr_mw=0.434
export IMPL_dp_hpwl_um=4440
export IMPL_hold_path_cell_count=2
export IMPL_global_route_usage_total=0.170
export IMPL_p_leak_nw=1.86
export IMPL_cts_htree_levels=2
export IMPL_worst_ep_arrival_time_ns=9.19
export IMPL_clkLatencyLatePin_ns=0.28
export IMPL_grt_overflow=0
export IMPL_setup_worst_path_class="register to primary output"
export IMPL_final_min_period_over_clock_period=0.972
export IMPL_cp_max_fo=4
export IMPL_place_gp_congestion=0.849
export IMPL_clockRootBuffer="sky130_fd_sc_hd__clkbuf_8"
export IMPL_timing_rr_end="dff16b0.data[15]$_DFF_PP0_"
export IMPL_enable_flop_cells=0
export IMPL_final_count_of_negative_setup_slack_endpoints=0
export IMPL_synth_cells_most_frequent="57 x sky130_fd_sc_hd__inv_1, 55 x sky130_fd_sc_hd__fa_1, 32 x sky130_fd_sc_hd__dfrtp_1"
export IMPL_drt_wirelength_per_cell_um=12.5
export IMPL_top_cells_by_area="sky130_fd_sc_hd__fa_1 37%, sky130_fd_sc_hd__dfrtp_1 27%, sky130_fd_sc_hd__inv_1 7.1%, sky130_fd_sc_hd__ha_1 6.7%, sky130_fd_sc_hd__and2_1 6.5%"
export IMPL_ir_worst_vdd_uv=76.5
export IMPL_routed_wirelength_um=5630
export IMPL_powerDensity_nw_per_um2=178
export IMPL_boundaryPins=56
export IMPL_synthesis_instances=271
export IMPL_final_cells=449
export IMPL_num_fill_cells=616
export IMPL_synth_area_yosys_sq_um=2990
export IMPL_r2r_start="dff8b0.data[1]$_DFFE_PP0P_"
export IMPL_hold_class="register to register"
export IMPL_max_cap_viol_count=0
export IMPL_synthesis_yosys_warnings=13
export IMPL_grt_pass1_wl_um=9500
export IMPL_yosys_cell_count_top_type="sky130_fd_sc_hd__inv_1"
export IMPL_numSynthFlops=32
export IMPL_postSynthSeqShare=0.267
export IMPL_timing_max_transition_violations_final=0
export IMPL_number_of_antenna_violations_at_the_first_check_in_global_routing=0
export IMPL_detail_route_drc_violations=0
export IMPL_hold_violations=0
export IMPL_cts_buffer_depth=2
export IMPL_sw_frac_of_total=0.388
export IMPL_largest_area_cell="sky130_fd_sc_hd__fa_1"
export IMPL_synthTopLogicFamily="adder cells"
export IMPL_synth_cell_type_count=22
export IMPL_crit_required_ns=9.52
export IMPL_hold_start="dff8b0.data[2]$_DFFE_PP0P_"
export IMPL_timing_max_slew_rel_slack=0.599
export IMPL_chipArea_sq_um=7830
export IMPL_seqPwrFrac=0.198
export IMPL_min_delay_worst_endpoint="dff8b0.data[2]$_DFFE_PP0P_"
export IMPL_placed_cells=430
export IMPL_tightestPinTransition_ns=0.600
export IMPL_final_core_util=0.550
export IMPL_clock_sinks=32
export IMPL_floorplan_initialDensity=0.413
[stage by stage]
stage | hold WS [ns] | power, mW | setup TNS (ns) | setup WS, ns
global placement | 0.628 | 0.600 | -0.0835 | -0.0599
CTS | 0.643 | 0.706 | -0.104 | -0.104
global route | 0.662 | 0.823 | 0 | 0.0218
finish | 0.636 | 0.709 | 0 | 0.330
floorplan | 0.559 | 0.442 | 0 | 0.497
detailed placement | 0.627 | 0.598 | -0.252 | -0.146
[worst max-delay path, delay by kind of cell (launching register included)]
kind          cells  cell delay (ns)
simple gates      2             0.19
buf+inv          10             0.61
flops             1             0.39
fa+ha+maj        20             7.72
[what timing repair did]
item	in CTS	in global routing
setup endpoints to repair	3	3
buffers inserted	8	4
gates resized	30	22
hold endpoints to repair	0	0
pin swaps	23	32
[area by class of cell]
cell class / count / area share
Sequential cell: 32 / 0.201
Clock buffer: 6 / 0.0182
Inverter: 58 / 0.0546
Multi-Input combinational cell: 174 / 0.510
Tap cell: 99 / 0.0311
Timing Repair Buffer: 79 / 0.184
Clock inverter: 1 / 0.00125
[cells in the final DEF, fill, tap and decap left out, drive strengths merged, types with 3 or more instances in the layout]
cell           Yosys  layout
clkbuf             1       6
nand2             25      25
o2bb2ai            6       6
dlymetal6s2s       0       3
o21ai              8       8
clkdlybuf4s50      0      51
fa                55      55
and2              31      31
ha                16      16
dfrtp             32      32
buf                6      25
mux2i              8       8
inv               58      58
nor2              10      10
mux2               8       8
[logic make-up after synthesis]
family,count (synthesis)
AOI/OAI and AO/OA,16
adders and majority gates,71
buffers and inverters,65
DFF,32
muxes,16
other,1
and+or+nand+nor,70
[worst max-delay path by stage]
stage                                       from  endpoint  slack, ns  cells past startpoint
after CTS             dff8b1.data[0]$_DFFE_PP0P_     y[14]      -0.10                     34
after global routing  dff8b0.data[1]$_DFFE_PP0P_     y[14]       0.02                     32
final                 dff8b0.data[1]$_DFFE_PP0P_     y[14]       0.33                     32
[power groups by stage]
| stage | sequential [mW] | combinational (mW) | clock [mW] |
|---|---|---|---|
| after global routing | 0.144 | 0.592 | 0.0875 |
| after CTS | 0.141 | 0.483 | 0.0825 |
| final | 0.140 | 0.491 | 0.0782 |
[routing by layer]
layer | wire length (um) | up-vias | global-route usage | share of wire
met1 | 2620 | 954 | 0.270 | 0.47
li1 | - | 957 | - | -
met4 | 72 | 0 | 0.0147 | 0.013
met3 | 334 | 5 | 0.0511 | 0.059
met2 | 2610 | 61 | 0.256 | 0.46
met5 | 0 | - | 0 | 0
[flip-flops by register name (all words and copies together) (netlist names)]
| signal | flops |
|---|---|
| dff16b0.data | 16 |
| dff8b0.data | 8 |
| dff8b1.data | 8 |
Power is estimated from default activity; no workload was simulated.
